[./design.v]
module Control_Unit(Clock, Run, Reset, IR, z);
input Clock, Run, Reset;
input [8:0] IR;
output reg [22:0] z;
wire [7:0] RX;
reg [7:0] R_X;
wire [7:0] RY;
reg [7:0] R_Y;
reg [1:0] n_state, p_state;
parameter [1:0] I = 4'b00, A = 4'b01, B = 4'b10, C = 4'b11;
always @(*)
	case(p_state)
	I: if(Run)
		n_state = A;
		else
		n_state = I;
	A: if((IR[8:6] == 3'b000)|(IR[8:6] == 3'b001))
		n_state = I;
		else
		n_state = B;
	B: if((IR[8:6] == 3'b000)|(IR[8:6] == 3'b001))
		n_state = I;
		else
		n_state = C;
	C: n_state = I;
	endcase
always @(posedge Clock, negedge Reset)
	if(!Reset)
		p_state = I;
	else
		p_state = n_state;
dec3to8 DX(IR[5:3], RX, 1'b1);
dec3to8 DY(IR[2:0], RY, 1'b1);
always@(*)
begin
	R_X = RX;
	R_Y = RY;
	case(p_state)
	I: begin	 
		z[5] = 1;
		z[22:6] = 0;
		z[4] = 0;
		z[3] = 1;
		z[2:0] = 0;
		end
	A: if(IR[8:6] == 3'b000)	 
		begin
		z[21:14] = R_X;
		z[13:6] = R_Y;
		z[22] = 1;
		z[5:0] = 0;
		end
		else
		if(IR[8:6] == 3'b001)
		begin
		z[21:14] = R_X;
		z[13:6] = 0;
		z[22] = 1;
		z[3] = 1;
		z[5:4] = 0;
		z[2:0] = 0;
		end
		else
		if(IR[8:6] == 3'b010)
		begin
		z[13:6] = R_X;
		z[21:14] = 0;
		z[22] = 0;
		z[2] = 1;
		z[5:3] = 0;
		z[1:0] = 0;
		end
		else
		if(IR[8:6] == 3'b011)
		begin
		z[13:6] = R_X;
		z[21:14] = 0;
		z[2] = 1;
		z[22] = 0;
		z[5:3] = 0;
		z[1:0] = 0;
		end
	B: if(IR[8:6] == 3'b010)		 
		begin
		z[13:6] = R_Y;
		z[21:14] = 0;
		z[22] = 0;
		z[1] = 1;
		z[5:2] = 0;
		z[0] = 0;
		end
		else
		if(IR[8:6] == 3'b011)
		begin
		z[13:6] = R_Y;
		z[21:14] = 0;
		z[0] = 1;
		z[1] = 1;
		z[5:2] = 0;
		z[22] = 0;
		end
		else
		begin
		z[5] = 1;
		z[22:6] = 0;
		z[4] = 0;
		z[3] = 1;
		z[2:0] = 0;
		end
	C: if(IR[8:6] == 3'b010)		 
		begin
		z[21:14] = R_X;
		z[13:6] = 0;
		z[4] = 1;
		z[5] = 0;
		z[22] = 1;
		z[3:0] = 0;
		end
		else
		if(IR[8:6] == 3'b011)
		begin
		z[13:6] = R_Y;
		z[21:14] = 0;
		z[0] = 1;
		z[1] = 1;
		z[5:2] = 0;
		z[22] = 0;
		end
		else
		begin
		z[21:14] = R_X;
		z[13:6] = 0;
		z[22] = 1;
		z[4] = 1;
		z[5] = 0;
		z[3:0] = 0;
		end
	endcase
end
endmodule
module Processor(Clock, Reset, DIN, Run, Done, Bus);
input Clock, Reset, Run;
input [8:0] DIN;
output Done;
reg [8:0] IR, R0, R1, R2, R3, R4, R5, R6, R7, A, G;
output reg [8:0] Bus;
wire [8:0] IR_;
assign IR_ = IR;
wire [22:0] z;
Control_Unit C(Clock, Run, Reset, IR_, z);
assign Done = z[22];
always @(*)
begin
	casex(z[13:6])
	8'b1xxxxxxx: Bus = R7;
	8'b01xxxxxx: Bus = R6;
	8'b001xxxxx: Bus = R5;
	8'b0001xxxx: Bus = R4;
	8'b00001xxx: Bus = R3;
	8'b000001xx: Bus = R2;
	8'b0000001x: Bus = R1;
	8'b00000001: Bus = R0;
	endcase
	if(z[4])
		Bus = G;
	if(z[3])
		Bus = DIN;
end
always @(posedge Clock, negedge Reset)
	if(!Reset)
	begin
		IR = 0;
		R0 = 0;
		R1 = 0;
		R2 = 0;
		R3 = 0;
		R4 = 0;
		R5 = 0;
		R6 = 0;
		R7 = 0;
		A = 0;
		G = 0;
	end
	else
	begin
		casex(z[21:14])
		8'b1xxxxxxx: R7 = Bus;
		8'b01xxxxxx: R6 = Bus;
		8'b001xxxxx: R5 = Bus;
		8'b0001xxxx: R4 = Bus;
		8'b00001xxx: R3 = Bus;
		8'b000001xx: R2 = Bus;
		8'b0000001x: R1 = Bus;
		8'b00000001: R0 = Bus;
		endcase
		if(z[2])
			A = Bus;
		if(z[1])
		if(z[0])
			G = A - Bus;
		else
			G = A + Bus;
		if(z[5])
			IR = DIN;
	end
endmodule
module dec3to8(W, Y, En);
input [2:0] W;
input En;
output reg [7:0] Y;
always@(*)
if(!En)
Y = 0;
else
case(W)
3'b000: Y = 8'b00000001;
3'b001: Y = 8'b00000010;
3'b010: Y = 8'b00000100;
3'b011: Y = 8'b00001000;
3'b100: Y = 8'b00010000;
3'b101: Y = 8'b00100000;
3'b110: Y = 8'b01000000;
3'b111: Y = 8'b10000000;
endcase
endmodule
[./run.sh]
#!/bin/bash
# OpenROAD 26Q1-2900-gdf79404cd8, Yosys 0.63+post, stock flow scripts
make -C /OpenROAD-flow-scripts/flow DESIGN_CONFIG=/design/flow/config.mk WORK_HOME=/design/flow/orfs finish
[./config.mk]
export PLATFORM = sky130hd
export DESIGN_NAME = Processor
export DESIGN_NICKNAME = Processor
export VERILOG_FILES = /design/flow/design.v
export SDC_FILE = /design/flow/constraint.sdc
export NUM_CORES = 4
export LEC_CHECK = 1
export CORE_UTILIZATION = 30
[./constraint.sdc]
current_design Processor

set clk_period 3.6
set clk_io_pct 0.2

create_clock -name clk0 -period $clk_period [get_ports {Clock}]

set non_clock_inputs [all_inputs -no_clocks]
set_input_delay [expr $clk_period * $clk_io_pct] -clock clk0 $non_clock_inputs
set_output_delay [expr $clk_period * $clk_io_pct] -clock clk0 [all_outputs]
==> run notes <==
Results of the flow run.

Per the OpenROAD floorplan log, the area of the core is between 0.015 and 0.02 mm^2. The chip area stands at 0.0207 mm^2. The final hold violation count recorded for this run is 0. For reference, the most critical setup path is categorized as flip-flop to flip-flop.

The all-layer global routing usage stands at 0.153. The final max-slew violation count stands at 0. For the pin with the worst max-slew slack, the measured transition is 0.876 ns.

The flow ran to the end, and the final reports show no timing, DRC or antenna violations. Setup repair after global routing left no endpoint under its margin. The power density over the cells stands at around 470 mW/mm^2.

For this block, the initial DRC count from the detailed router was between 200 and 300. The fill cell total of the finished layout stands at 1881. The number of unconstrained endpoints stands at 42. Per the timing report, the biggest fanout along the worst path comes to 2.

The synthesized design contains 135 register bits. Entering global routing, the biggest net connects between 50 and 60 pins. The clock period could shrink to 2.74 ns. The number of instances resized during post-cts repair stands at 0. Per the cell usage report, the commonest logic cell in the layout is sky130_fd_sc_hd__dfrtp_1. The via count of the first global-routing pass came to 4222. The number of port buffers stands at 21. The clock passes through at most 2 buffers. The first global-routing pass estimated 23300 um of wire. STA puts the critical path data arrival time at 2.95 ns. In the Yosys report the total cell count is between 500 and 600. The slack of the critical path stands at 0.864 ns.

The warning count from the yosys run stands at 3. The data required time reported for the critical path is 3.82 ns. From bottom edge to top edge, the die measures 144 um.

The total I/O pin count stands at 22. Per the run report, area growth between synthesis and finish was 12.1%. Timing analysis after detailed placement gives a worst setup slack of ~0.89 ns. The per-cell via count in the routed design stands at 5.23. Post-route period utilization is reported as 0.760. In the final timing run, aggregate negative setup slack is 0 ns. The number of antenna violations at the first check in global routing was 0. The total iterations of the first detailed-routing run stands at 5. The synthesized netlist has a Yosys-reported chip area of 0.00603 mm^2.

The headroom to the max-slew limit stands at 0.411. The worst-case clock skew stands at 0.00408 ns. The cell area after synthesis stands at 0.00603 mm^2. The worst setup path is launched from a flip-flop. According to the dpl log, the detail-placed design has an HPWL of 9790 um. The internal cell power stands at 2340 uW. The clock transition at the registers of the reported paths stands at 0.08 ns. The die is 144 um wide. In this run the remaining antenna-violating nets after routing total 0.

The depth of the CTS H-tree stands at 3. The switching portion of total power comes to 0.265. For this block, the via count after detailed routing is 4265. Per the synthesis report, the number of distinct cell types is between 60 and 70. The routed design has 14300 um of wire. In this run the clock root is driven by a sky130_fd_sc_hd__clkbuf_16.

The combinational fraction of design power stands at 0.147. The highest clock frequency the design can meet stands at roughly 370 MHz. Per the detail_route report, inserted antenna diodes total 0. Hold repair after CTS inserted 0 buffers. The share of cells above drive strength 1 stands at 0.209.

The most common logic cells in the final layout are sky130_fd_sc_hd__dfrtp_1, sky130_fd_sc_hd__mux2_2, sky130_fd_sc_hd__nand2_1, sky130_fd_sc_hd__dlxtn_1, sky130_fd_sc_hd__nor2_1. Per the gpl log, the routability congestion estimate is between 0.8 and 0.9. The post-CTS repair timing setup buffer count stands at 0. Per the GRT congestion report, total overflow comes to 0. Yosys reported that registers with async set or reset make up 0.763. The power dissipated by switching net loads stands at roughly 850 uW.

The mean post-synth cell area stands at 11.1 um^2. The tightest min-delay check is of the primary input to asynchronous set/reset pin type. STA classifies the critical path endpoint as a flip-flop.

The wire length per cell stands at 17.6 um. The number of warning messages in the logs stands at 25. The share of total power dissipated in the clock network is 0.346. The number of clock buffers inserted by TritonCTS stands at 9. The share of total power dissipated in sequential elements is 0.506. The pre-placement core utilization stands at 0.308. The number of register pins that no clock reaches stands at 32. The number of setup violations in the final report stands at 0. As reported, the later end of the worst-skew pair has a clock insertion delay of approximately 0.36 ns. The detailed-route DRC error count stands at 0.

The peak supply drop stands at 0.306 mV. Among all flip-flop cells after synthesis, the most frequent one is sky130_fd_sc_hd__dfrtp_1. Counting flops with a built-in enable in the synthesized netlist gives 0. The worst-case reg-to-reg setup slack stands at 0.86 ns.

Max-cap violations in this run came to 0. The instance tally after logic synthesis stands at approximately 540. Summed over all cells, the static leakage comes to 0.00285 uW. TritonCTS built the clock tree. The number of standard-cell rows in the floorplan stands at 51.
==> worst max-delay path, stage by stage (launching register included) <==
cell and delay [ns]:
sky130_fd_sc_hd__dfrtp_1 0.37, sky130_fd_sc_hd__mux2i_1 0.21, sky130_fd_sc_hd__ha_1 0.21, sky130_fd_sc_hd__inv_1 0.06, sky130_fd_sc_hd__fa_1 0.43, sky130_fd_sc_hd__a21o_1 0.19, sky130_fd_sc_hd__a2111oi_0 0.67, sky130_fd_sc_hd__a21oi_1 0.18
sky130_fd_sc_hd__xnor2_1 0.20, sky130_fd_sc_hd__a21oi_1 0.08
==> metrics by stage <==
step | cell area, um^2 | cells | utilization | hold WS (ns) | total power (uW)
2_1_floorplan | 6030 | 543 | - | 0.424 | 1950
3_3_place_gp | 6420 | 799 | 0.328 | 0.464 | 2080
3_5_place_dp | 6420 | 799 | 0.328 | 0.475 | 2100
4_1_cts | 6760 | 815 | 0.345 | 0.441 | 3220
5_1_grt | 6760 | 815 | 0.345 | 0.451 | 3350
6_report | 6760 | 815 | 0.345 | 0.398 | 3190
==> synth_stat cells (all sizes together), types with 2 or more instances <==
master   number  area, um^2
a31oi         4        25.0
and2b         2        17.5
a22o          9        80.1
and2          6        38.8
dlxtn        32         480
clkbuf       25         114
and3          2        12.5
nand2b        8        52.6
o21a          3        22.5
inv          12        45.0
nand3b       10        75.1
nor4          3        25.0
or3           5        31.3
a221oi        8        70.1
o21ai        21         105
a221o         8        81.3
a21o          3        22.5
nor2         25        93.8
xnor2        12         105
buf           8        56.3
nor4b         2        38.8
nand3         2        10.0
o221ai        9        78.8
mux2i         2        20.0
mux2         78         878
a21oi        22         110
o22ai         5        31.3
or4           3        30.0
ha            9         113
nor2b        16         100
nor3b         3        27.5
nand2        45         169
a2111oi       2        17.5
nor3         12        60.1
a22oi         9        72.6
dfrtp       102        2550
==> power groups by stage <==
stage                 registers (uW)  clock network (uW)  logic [uW]
after CTS                       1610                1130         474
after global routing            1650                1170         526
final                           1620                1110         469
==> cell families after synthesis <==
kind of cell,Yosys count,synth area share
buf+inv,46,0.0373
xor+xnor,12,0.0174
mux,80,0.149
flops,103,0.427
compound gates,113,0.134
simple gates,147,0.134
latches,32,0.0796
fa+ha+maj,10,0.0220
==> metal layers <==
| metal | part of all wire | up-vias | track usage |
|---|---|---|---|
| li1 | - | 1970 | - |
| met1 | 0.49 | 2148 | 0.232 |
| met2 | 0.43 | 127 | 0.223 |
| met3 | 0.064 | 20 | 0.0417 |
| met4 | 0.024 | 0 | 0.0314 |
| met5 | 0 | - | 0 |
==> worst paths after layout <==
kind / startpoint / end / cells after the start
setup / recovery: A[0] / G[8] / 9
hold / removal: Reset / A[2] / 1
setup reg to reg: A[0] / G[8] / 9
hold reg to reg: R6[4] / R6[4] / 2
max in group asynchronous: Reset / C.p_state[0] / 2
min in group clk0: R6[4] / R6[4] / 2
==> registers in the layout, indices dropped and copies added (netlist names) <==
name,count
C.z,23
Bus,9
R5,9
A,9
R6,9
C.p_state,4
R0,9
R3,9
R2,9
G,9
R4,9
R1,9
R7,9
IR,9
==> layout make-up <==
type / count / area [um^2] / share of cell area
Multi-Input combinational cell: 362 / 2750 / 0.406
Tap cell: 265 / 332 / 0.0490
Timing Repair Buffer: 25 / 238 / 0.0352
Clock inverter: 7 / 115 / 0.0170
Sequential cell: 135 / 3060 / 0.452
Clock buffer: 9 / 225 / 0.0333
Inverter: 12 / 45.0 / 0.00666
Power is estimated from default activity; no workload was simulated.
